`design/flow/config.mk`:
```
export PLATFORM = sky130hd
export DESIGN_NAME = tile
export DESIGN_NICKNAME = tile
export VERILOG_FILES = /design/flow/design.v
export SDC_FILE = /design/flow/constraint.sdc
export NUM_CORES = 4
export LEC_CHECK = 1
export CORE_AREA = 10 10 130 130
export DIE_AREA = 0 0 140 140
```
`design/flow/constraint.sdc`:
```
current_design tile

set clk_period 2.9
set clk_io_pct 0.2

create_clock -name clk0 -period $clk_period [get_ports {clk}]

set non_clock_inputs [all_inputs -no_clocks]
set_input_delay [expr $clk_period * $clk_io_pct] -clock clk0 $non_clock_inputs
set_output_delay [expr $clk_period * $clk_io_pct] -clock clk0 [all_outputs]
```
`design/flow/design.v`:
```
`timescale 1ns / 1ps
typedef struct packed {
   logic [16 - 1 : 0] data_r;
   logic [16 - 1 : 0] data_i;
} DATA_SAMPLE;
typedef struct packed {
   DATA_SAMPLE                  data;
   logic                        valid;
} DATA_BUS;
typedef struct packed {
   logic                        valid;
} RX_TO_CONT;
typedef struct packed {
   logic                        valid;
} TX_TO_CONT;
typedef struct packed {
   logic  [3:0]                 point;
   logic  [17:0]                scaling;
   logic                        ifft;
} CONT_TO_COMP;
typedef struct packed {
   logic  [3:0]                 point;
   logic  [4:0]                final_shift;
   logic                        ifft;
} CONT_TO_TX;
typedef struct packed {
   logic                        enable;
   logic   [1:0]                flush;
   logic                        is_auto;
   logic   [3:0]                shift;
} CONT_TO_TILE;
typedef struct packed {
   logic   [1:0]                flush;
   logic                        is_auto;
   logic   [7:0]                delay;
   logic   [3:0]                shift;
} CONT_TO_IN;
typedef struct packed {
   logic                        valid;
   DATA_SAMPLE                  input_sample;
   DATA_SAMPLE                  tap;
   logic                        flush;
   logic                        enable;
   logic                        is_auto;
   logic [3:0]                  shift;
} TILE_TO_PE;
typedef struct packed {
   logic                        valid;
   DATA_SAMPLE                  input_sample;
   DATA_SAMPLE                  psum;
} TILE_TO_TILE;
module PE (
   input    TILE_TO_PE   tile_to_pe,
   input                 clk,
   input                 rst_n,
   input    DATA_SAMPLE  from_prev_pe,
   output   DATA_SAMPLE  to_next_pe
);
   DATA_SAMPLE add_opa, add_opb, mult_opa, mult_opb;
   DATA_SAMPLE add_out_pre, mult_out_pre;
   DATA_SAMPLE real_add_opb, mult_out, to_next_pe_w;
   logic add_valid, mult_done, mult_done_w;
   logic real_valid;
   assign real_valid = tile_to_pe.valid == 1 && tile_to_pe.flush == 0 && tile_to_pe.enable == 1;
   assign mult_opa = tile_to_pe.tap;
   assign mult_opb = (real_valid == 1 && tile_to_pe.is_auto == 0) ? tile_to_pe.input_sample : 0;
   assign add_opa  = from_prev_pe; 
   assign add_opb  = (add_valid == 1) ? real_add_opb : 0;
   assign real_add_opb = (tile_to_pe.is_auto == 1) ? tile_to_pe.input_sample : mult_out;
   assign add_valid    = (tile_to_pe.is_auto == 1) ? real_valid : mult_done; 
   assign mult_done_w  = (tile_to_pe.is_auto == 1) ? 0 : real_valid;
   always_comb begin
      if (tile_to_pe.flush == 1) begin
         to_next_pe_w = 0;
      end
      else if (add_valid == 1) begin
         to_next_pe_w = add_out_pre;
      end
      else begin
        to_next_pe_w = 0;  
     end
   end
   always_ff @ (posedge clk) begin
      if (rst_n == 0) begin
         mult_out <= 0;
         mult_done <= 0;
         to_next_pe <= 0;
      end
      else begin
         mult_out <= #1 mult_out_pre;
         mult_done <= #1 mult_done_w;
         to_next_pe <= #1 to_next_pe_w;
      end
   end
   cmult m1 (
      .opa(mult_opa),
      .opb(mult_opb),
      .shift(tile_to_pe.shift),
      .out(mult_out_pre)
   ); 
   cadd a1 (
      .opa(add_opa),
      .opb(add_opb),
      .out(add_out_pre)
   ); 
endmodule
`timescale 1ns / 1ps
module cadd(
    input  DATA_SAMPLE              opa,
    input  DATA_SAMPLE              opb,
    output DATA_SAMPLE              out
    );
    logic signed [16  - 1  : 0] aR, bR, aI, bI;
    logic signed [16     : 0] result_pre_R, result_pre_I;
    assign aR = opa.data_r;
    assign aI = opa.data_i;
    assign bR = opb.data_r;
    assign bI = opb.data_i;
    assign result_pre_R = aR + bR;
    assign result_pre_I = aI + bI;
   sat_16 sr(
      .result_pre(result_pre_R),
      .result(out.data_r)
   );
   sat_16 si(
      .result_pre(result_pre_I),
      .result(out.data_i)
   );
endmodule
`timescale 1ns / 1ps
module cmult(
    input  DATA_SAMPLE              opa,
    input  DATA_SAMPLE              opb,
    input  [3:0]                    shift,
    output DATA_SAMPLE              out
    );
    logic signed [16  - 1  : 0] aR, bR, aI, bI;
    logic signed [2*16 - 1 : 0] aRbR, aRbI, aIbR, aIbI;
    logic signed [2*16     : 0] result_pre_R, result_pre_I;
    logic signed [2*16     : 0] result_pre_R_t, result_pre_I_t;
    assign aR = opa.data_r;
    assign aI = opa.data_i;
    assign bR = opb.data_r;
    assign bI = opb.data_i;
    assign result_pre_R_t = result_pre_R >>> shift;
    assign result_pre_I_t = result_pre_I >>> shift;
    assign aRbR = aR * bR;
    assign aRbI = aR * bI;
    assign aIbR = aI * bR;
    assign aIbI = aI * bI;
    assign result_pre_R = aRbR + aIbI;
    assign result_pre_I = aRbI - aIbR;
   sat_32 sr(
      .in(result_pre_R_t),
      .out(out.data_r)
   );
   sat_32 si(
      .in(result_pre_I_t),
      .out(out.data_i)
   );
endmodule
`timescale 1ns / 1ps
module sat_16(
   input         [16     : 0]  result_pre,
   output logic  [16 - 1 : 0]  result
);
  logic trigger;
   assign trigger = result_pre[16] ^ result_pre[16 - 1];
   always_comb begin
      if (trigger == 1) begin
         if (result_pre[16] == 0) begin
            result = 16'h7fff;
         end
         else begin
            result = 16'h8000;
         end
      end
      else begin
         result = result_pre;
      end
   end
endmodule
`timescale 1ns / 1ps
module sat_32 (
   input [32   : 0] in,
   output logic [16 - 1 : 0] out
);
   logic trig_0;
   assign trig_0 = (in[32 - 1 : 16 - 1] == 0) || (in[32 - 1 : 16 - 1] == 17'h1ffff);
   always_comb begin
      if (in == 33'h100000000) begin
         out = 16'h7fff;
      end
      else begin
      if (trig_0 == 1) begin
         out = in[15:0];
      end
      else begin
         if (in[31] == 0) begin
            out = 16'h7fff;
         end
         else begin
            out = 16'h8000;
         end
      end
      end
   end
endmodule
`timescale 1ns / 1ps
module tile (
   input            clk,
   input            rst_n,
   input  CONT_TO_TILE cont_to_tile,
   input  TILE_TO_TILE from_prev_tile,
   input  DATA_BUS     from_next_tile,
   output  DATA_BUS    to_prev_tile,
   output TILE_TO_TILE to_next_tile
);
   TILE_TO_PE tile_to_pe [7:0];
   DATA_SAMPLE  par [8:0];
   logic [7:0][31:0] tap_buf_w, tap_buf;
   logic [2:0] write_ptr, write_ptr_w;
   logic       flag_w, flag, is_full;
   always_comb begin
      tap_buf_w = tap_buf;
      write_ptr_w = write_ptr;
      flag_w = flag;
      is_full = 0;
      if (cont_to_tile.flush == 2) begin
         tap_buf_w = 0;
         flag_w = 0;
      end
      else begin
         if (from_next_tile.valid == 1) begin
            if (flag == 1 && write_ptr == 0) begin
               is_full = 1;
            end
            else begin
               if (write_ptr == 7) begin
                  flag_w = 1;
               end
               write_ptr_w = write_ptr + 1;
               tap_buf_w [write_ptr] = from_next_tile.data;
            end 
         end
      end 
   end
   TILE_TO_TILE  to_next_tile_w;
   assign par[0]               = from_prev_tile.psum;
   assign to_next_tile_w.valid = from_prev_tile.valid;
   assign to_next_tile_w.input_sample = from_prev_tile.input_sample;
   assign to_next_tile_w.psum  = par[8];
   DATA_BUS to_prev_tile_w;
   assign to_prev_tile_w = (is_full == 1) ? from_next_tile : 0; 
   logic  flush_d, flush_d_w;
   assign flush_d_w = (cont_to_tile.flush != 0);
   always_ff @ (posedge clk) begin
      if (rst_n == 0) begin
         to_next_tile <= 0;
         to_prev_tile <= 0;
         flag <= 0;
         write_ptr <= 0;
         tap_buf <= 0;
         flush_d <= 0;
      end
      else begin
         to_next_tile <= #1 to_next_tile_w;
         to_prev_tile <= #1 to_prev_tile_w;
         flag <= #1 flag_w;
         write_ptr <= #1 write_ptr_w;
         tap_buf <= #1 tap_buf_w;
         flush_d <= #1 flush_d_w;
      end
   end
   genvar i;
   generate 
      for (i = 0; i < 8; i = i + 1) begin
         assign tile_to_pe [i].valid = from_prev_tile.valid;
         assign tile_to_pe [i].input_sample = from_prev_tile.input_sample;
         assign tile_to_pe [i].tap = tap_buf [i];
         assign tile_to_pe [i].flush = flush_d;
         assign tile_to_pe [i].enable = cont_to_tile.enable;
         assign tile_to_pe [i].is_auto = cont_to_tile.is_auto;
         assign tile_to_pe [i].shift = cont_to_tile.shift;
      PE  pp (
         .clk(clk),
         .rst_n(rst_n),
         .tile_to_pe(tile_to_pe[7-i]),
         .from_prev_pe(par[i]),
         .to_next_pe(par[i+1])
      );
      end 
   endgenerate
endmodule
```
`design/flow/run.sh`:
```
#!/bin/bash
# OpenROAD 26Q1-2900-gdf79404cd8, Yosys 0.63+post, stock flow scripts
make -C /OpenROAD-flow-scripts/flow DESIGN_CONFIG=/design/flow/config.mk WORK_HOME=/design/flow/orfs finish
```
==> flow_results.xml <==
<?xml version="1.0" encoding="UTF-8"?>
<metrics>
  <group name="worst_setup_path">
    <metric name="cp.depth" unit="">1</metric>
    <metric name="crit_arrival" unit="ns">1.14</metric>
    <metric name="crit_buf_inv" unit="">1</metric>
    <metric name="worst-setup-path-type" unit="">flip-flop to output port</metric>
    <metric name="reg2reg_slack" unit="ns">1.50</metric>
    <metric name="worst_path_dominant_cell_family" unit="">buffers and inverters</metric>
    <metric name="crit_slowest_cell" unit="">sky130_fd_sc_hd__clkdlybuf4s50_1</metric>
    <metric name="worst_ep_required_time" unit="ns">2.32</metric>
    <metric name="worst_path_largest_cell_delay" unit="ns">0.51</metric>
    <metric name="endpoint_kind" unit="">output port</metric>
    <metric name="crit_path_start_kind" unit="">flip-flop</metric>
    <metric name="crit_fanout" unit="">1</metric>
    <metric name="timing.reg2reg.worst_path_depth" unit="">5</metric>
    <metric name="timing.critical_path.cells" unit="">clkdlybuf4s50_1</metric>
  </group>
  <group name="cts">
    <metric name="post_cts_hold_buffer_count" unit="">0</metric>
    <metric name="cts.path.max_buffers" unit="">2</metric>
    <metric name="sinks_on_the_clock_net" unit="">70</metric>
    <metric name="clk_pin_slew" unit="ns">0.06</metric>
    <metric name="clock_latency" unit="ns">0.33</metric>
    <metric name="ctsResizeCount" unit="">0</metric>
    <metric name="number_of_buffers_inserted_by_post_cts_setup_repair" unit="">0</metric>
    <metric name="tritoncts" unit="">yes</metric>
    <metric name="clock_tree.root_cell" unit="">sky130_fd_sc_hd__clkbuf_16</metric>
    <metric name="num_cts_buffers" unit="">9</metric>
    <metric name="cts.htree.levels" unit="">3</metric>
  </group>
  <group name="synth">
    <metric name="synth.yosys.chip_area" unit="mm2">0.00226</metric>
    <metric name="seq_area_frac_synth" unit="%">61.9</metric>
    <metric name="ys.warnings.count" unit="">92</metric>
    <metric name="synthDistinctLibCells" unit="">18</metric>
    <metric name="synth.avg_cell_area" unit="um2">11.5</metric>
    <metric name="yosysTopAreaCellShare" unit="%">61.9</metric>
    <metric name="postSynthCellCount" unit="">197</metric>
    <metric name="synth.ff_latch_count" unit="">70</metric>
    <metric name="top_area_cell" unit="">sky130_fd_sc_hd__dfxtp_1</metric>
    <metric name="synth_stat.cells" unit="">197</metric>
    <metric name="netlist_top_cells_area" unit="">sky130_fd_sc_hd__dfxtp_1 (62%), sky130_fd_sc_hd__and2_1 (15%), sky130_fd_sc_hd__buf_4 (11%)</metric>
    <metric name="netlist_area" unit="mm2">0.00226</metric>
  </group>
  <group name="finish">
    <metric name="final.fill_count" unit="">1458</metric>
    <metric name="syn2layout_area_growth" unit="%">76.1</metric>
    <metric name="comb_area" unit="um2">681</metric>
    <metric name="ff_latch_area" unit="mm2">0.00140</metric>
    <metric name="final_layout_size_suffix_gt1_share" unit="%">8.80</metric>
  </group>
  <group name="power_and_ir_drop">
    <metric name="peakVddDrop" unit="uV">307</metric>
    <metric name="powerDensity" unit="mW/mm2">576</metric>
    <metric name="design_power_total" unit="W">0.00230</metric>
    <metric name="static-leakage-power" unit="nW">1.61</metric>
  </group>
  <group name="global_routing">
    <metric name="grt_start_max_net_pins" unit="">41</metric>
    <metric name="initial_antenna_violation_count" unit="">0</metric>
    <metric name="global_route.usage.total" unit="%">6.55</metric>
    <metric name="grt.overflow.total" unit="">0</metric>
    <metric name="number_of_global_route_vias_before_repair" unit="">1770</metric>
    <metric name="grt_first_pass_wirelength" unit="mm">10.2</metric>
  </group>
  <group name="sta">
    <metric name="setup_repair_after_global_routing_missed_its_margin" unit="">no</metric>
    <metric name="finalHoldViolCount" unit="">0</metric>
    <metric name="max_clock_freq" unit="MHz">580</metric>
    <metric name="timing.final.ws_setup" unit="ns">1.18</metric>
    <metric name="finClkSkew" unit="ns">0.00422</metric>
    <metric name="final_max_slew_viol_count" unit="">0</metric>
    <metric name="setup_tns" unit="ns">0</metric>
    <metric name="post-route-min-period" unit="ns">1.72</metric>
    <metric name="finalCritPeriodShare" unit="%">59.4</metric>
    <metric name="setup_violations" unit="">0</metric>
    <metric name="fin_worst_hold_slack" unit="ns">0.487</metric>
  </group>
  <group name="run">
    <metric name="tally_of_max_capacitance_violations" unit="">0</metric>
    <metric name="warnings" unit="">64</metric>
  </group>
  <group name="placed_design">
    <metric name="routabilityCongestion" unit="">0.751</metric>
    <metric name="dp_hpwl" unit="mm">5.45</metric>
    <metric name="dp_worst_setup_slack" unit="ns">0.962</metric>
    <metric name="port-buffer-count" unit="">135</metric>
  </group>
  <group name="detailed_routing">
    <metric name="final_antenna_net_count" unit="">0</metric>
    <metric name="vias" unit="">1648</metric>
    <metric name="num_antenna_cells" unit="">0</metric>
    <metric name="drt_iter0_markers" unit="">26</metric>
    <metric name="drcViolationCount" unit="">0</metric>
    <metric name="drt-total-wl" unit="mm">6.82</metric>
    <metric name="wire_per_inst" unit="um">13.1</metric>
    <metric name="vias_per_cell" unit="">3.16</metric>
    <metric name="router_iterations_before_antenna_repair" unit="">4</metric>
  </group>
  <group name="floorplan">
    <metric name="die_x" unit="um">140</metric>
    <metric name="die_area" unit="mm2">0.0196</metric>
    <metric name="floorplan.core_util" unit="%">16.2</metric>
    <metric name="io_pins" unit="">206</metric>
    <metric name="std_cell_rows" unit="">43</metric>
    <metric name="design.core.area" unit="mm2">0.0140</metric>
    <metric name="die_h" unit="um">140</metric>
  </group>
  <group name="hold_path">
    <metric name="hold_removal_path_class" unit="">flip-flop to flip-flop</metric>
    <metric name="worstHoldPathCells" unit="">2</metric>
  </group>
  <group name="outcome">
    <metric name="run_status" unit="">finished clean</metric>
  </group>
</metrics>
-- metal layers --
metal  track usage (%)  share of wire [%]  vias up
li1                  -                  -      813
met1              7.25                 39      724
met2              10.4                 45       99
met3              4.42                 13       12
met4              1.14                1.9        0
met5                 0                  0        -
-- synthesized netlist by cell type --
cell and instances:
sky130_fd_sc_hd__mux2i_1 2, sky130_fd_sc_hd__nand3b_1 1, sky130_fd_sc_hd__ha_1 3, sky130_fd_sc_hd__buf_4 32, sky130_fd_sc_hd__buf_6 3, sky130_fd_sc_hd__and3b_1 1, sky130_fd_sc_hd__and2_1 53, sky130_fd_sc_hd__conb_1 1
sky130_fd_sc_hd__and4_4 1, sky130_fd_sc_hd__dfxtp_1 70, sky130_fd_sc_hd__and2_2 12, sky130_fd_sc_hd__nor2_1 1, sky130_fd_sc_hd__nand2b_1 1, sky130_fd_sc_hd__clkbuf_1 4, sky130_fd_sc_hd__nand2_1 7, sky130_fd_sc_hd__o21bai_1 1
sky130_fd_sc_hd__inv_1 2, sky130_fd_sc_hd__a21oi_1 2
-- registers in the layout, indices dropped and copies added (netlist names) --
register / count
flag: 1
write_ptr: 3
to_prev_tile: 33
to_next_tile: 33
-- tightest hold or removal path: cells and delay by family, from the launching register on --
family | cells | cell delay [ns]
flip-flops | 1 | 0.32
AND/OR/NAND/NOR | 1 | 0.06
multiplexers | 1 | 0.06
-- metrics by stage --
stage	cell area (um2)	utilization, %	cells
after floorplan	2380	-	228
after global placement	3670	26.3	505
after detailed placement	3670	26.3	505
after CTS	3980	28.5	521
after global routing	3980	28.5	521
final	3980	28.5	521
-- worst paths after layout --
kind / from / end
worst max-delay path: to_next_tile[35] / to_next_tile[35]
worst min-delay path: write_ptr[1] / write_ptr[1]
worst max register to register: write_ptr[0] / to_prev_tile[26]
worst min register to register: write_ptr[1] / write_ptr[1]
-- cells in the final DEF (no fill, tap or decap) --
cell type                           n
sky130_fd_sc_hd__inv_6              1
sky130_fd_sc_hd__mux2i_1            2
sky130_fd_sc_hd__ha_1               3
sky130_fd_sc_hd__and4_4             1
sky130_fd_sc_hd__dfxtp_1           70
sky130_fd_sc_hd__nand3b_1           1
sky130_fd_sc_hd__clkbuf_8           2
sky130_fd_sc_hd__clkdlybuf4s50_1  135
sky130_fd_sc_hd__bufinv_16          1
sky130_fd_sc_hd__clkinv_2           2
sky130_fd_sc_hd__nor2_1             1
sky130_fd_sc_hd__inv_1              2
sky130_fd_sc_hd__buf_4              1
sky130_fd_sc_hd__and3b_1            1
sky130_fd_sc_hd__conb_1            32
sky130_fd_sc_hd__and2_1            53
sky130_fd_sc_hd__o21bai_1           1
sky130_fd_sc_hd__clkinvlp_4         1
sky130_fd_sc_hd__a21oi_1            2
sky130_fd_sc_hd__nand2_1            7
sky130_fd_sc_hd__nand2b_1           1
sky130_fd_sc_hd__clkbuf_16          9
sky130_fd_sc_hd__and2_2            12
-- final cells by class --
class	instances	area share [%]
Multi-Input combinational cell	117	17.1
Clock inverter	5	1.41
Sequential cell	70	35.2
Tap cell	180	5.66
Timing Repair Buffer	136	34.1
Clock buffer	11	6.35
Inverter	2	0.189
-- kinds of logic (layout without fill, tap and decap cells) --
group	after synthesis	in the layout	synth area share [%]
mux	2	2	0.885
compound gates	3	3	0.774
other cells	1	32	0.166
buf+inv	41	154	13.1
fa+ha+maj	3	3	1.66
simple gates	77	77	21.5
flops	70	70	61.9
-- power by group --
group	internal, W	switching, W
logic	0.000135	0.0000362
clock network	0.000712	0.000416
registers	0.000989	0.00000750
total	0.00184	0.000460
Power is estimated from default activity; no workload was simulated.
