===== design/flow/run.sh =====
#!/bin/bash
# OpenROAD 26Q1-2900-gdf79404cd8, Yosys 0.63+post, stock flow scripts
make -C /OpenROAD-flow-scripts/flow DESIGN_CONFIG=/design/flow/config.mk WORK_HOME=/design/flow/orfs finish

===== design/flow/config.mk =====
export PLATFORM = sky130hd
export DESIGN_NAME = FIR_in
export DESIGN_NICKNAME = FIR_in
export VERILOG_FILES = /design/flow/design.v
export SDC_FILE = /design/flow/constraint.sdc
export NUM_CORES = 4
export LEC_CHECK = 1
export CORE_UTILIZATION = 50
export SYNTH_MEMORY_MAX_BITS = 65536

===== design/flow/constraint.sdc =====
current_design FIR_in

set clk_period 90.8
set clk_io_pct 0.2

create_clock -name clk0 -period $clk_period [get_ports {clk}]

set non_clock_inputs [all_inputs -no_clocks]
set_input_delay [expr $clk_period * $clk_io_pct] -clock clk0 $non_clock_inputs
set_output_delay [expr $clk_period * $clk_io_pct] -clock clk0 [all_outputs]

===== design/flow/design.v =====
`timescale 1ns / 1ps
typedef struct packed {
   logic [16 - 1 : 0] data_r;
   logic [16 - 1 : 0] data_i;
} DATA_SAMPLE;
typedef struct packed {
   DATA_SAMPLE                  data;
   logic                        valid;
} DATA_BUS;
typedef struct packed {
   logic                        valid;
} RX_TO_CONT;
typedef struct packed {
   logic                        valid;
} TX_TO_CONT;
typedef struct packed {
   logic  [3:0]                 point;
   logic  [17:0]                scaling;
   logic                        ifft;
} CONT_TO_COMP;
typedef struct packed {
   logic  [3:0]                 point;
   logic  [4:0]                final_shift;
   logic                        ifft;
} CONT_TO_TX;
typedef struct packed {
   logic                        enable;
   logic   [1:0]                flush;
   logic                        is_auto;
   logic   [3:0]                shift;
} CONT_TO_TILE;
typedef struct packed {
   logic   [1:0]                flush;
   logic                        is_auto;
   logic   [7:0]                delay;
   logic   [3:0]                shift;
} CONT_TO_IN;
typedef struct packed {
   logic                        valid;
   DATA_SAMPLE                  input_sample;
   DATA_SAMPLE                  tap;
   logic                        flush;
   logic                        enable;
   logic                        is_auto;
   logic [3:0]                  shift;
} TILE_TO_PE;
typedef struct packed {
   logic                        valid;
   DATA_SAMPLE                  input_sample;
   DATA_SAMPLE                  psum;
} TILE_TO_TILE;
module FIR_in (
   input    CONT_TO_IN    cont_to_in,
   input    DATA_BUS      data_in,
   output   DATA_BUS      data_out,
   input                  clk,
   input                  rst_n
);
   logic  [6:0] actual_delay;
   assign actual_delay = cont_to_in.delay[7:1];
   DATA_BUS  in_d, real_in, in_dd;
   always_ff @ (posedge clk) begin
      if (rst_n == 0) begin
         in_d <= 0;
         in_dd <= 0;
         real_in <= 0;
      end
      else begin
         in_d <= #1 data_in;
         in_dd <= #1 in_d;
         real_in <= #1 in_dd;
      end
   end
   DATA_BUS   data_out_w;
   DATA_SAMPLE mult_opa, mult_opb;
   DATA_SAMPLE mult_out_pre, real_mem_data;
   logic       mult_done;
   assign data_out_w.valid = real_in.valid;
   assign data_out_w.data  = (cont_to_in.is_auto == 1) ? mult_out_pre : real_in.data;
   cmult m1 (
      .opa(mult_opa),
      .opb(mult_opb),
      .shift(cont_to_in.shift),
      .out(mult_out_pre)
   ); 
   assign mult_opa = (cont_to_in.is_auto == 1) ? real_in.data : 0;
   assign mult_opb = (cont_to_in.is_auto == 1) ? real_mem_data : 0;
   always_ff @ (posedge clk) begin
      if (rst_n == 0) begin
         data_out <= 0;
      end
      else begin
         data_out <= #1 data_out_w;
      end
   end
   logic [6:0]        addr_0, addr_1;
   logic [6:0]        write_ptr, write_ptr_w;  
   logic [6:0]        read_ptr,  read_ptr_w;  
   logic              even, even_w;
   DATA_SAMPLE     data_in_0,  data_in_1;
   DATA_SAMPLE     data_out_0, data_out_1;
   logic           rd_0, rd_1, wr_0, wr_1;
   logic           rd, wr;
   ram #(.DATA_WIDTH(32), .MEM_SIZE(128)) ob0 (
      .clk(clk),
      .enable_write(wr_0),
      .enable_read (rd_0),
      .ctrl_write(wr_0),
      .addr(addr_0),
      .data_write(data_in_0),
      .data_read(data_out_0)
    );
   ram #(.DATA_WIDTH(32), .MEM_SIZE(128)) ob1 (
      .clk(clk),
      .enable_write(wr_1),
      .enable_read (rd_1),
      .ctrl_write(wr_1),
      .addr(addr_1),
      .data_write(data_in_1),
      .data_read(data_out_1)
    );
   logic  flag, flag_w;
   always_ff @ (posedge clk) begin
      if (rst_n == 0) begin
         flag <= 0;
         even <= 0;
         write_ptr <= 0;
         read_ptr <= 0;
      end
      else begin
         flag <= #1 flag_w;
         even <= #1 even_w;
         write_ptr <= #1 write_ptr_w;
         read_ptr <= #1 read_ptr_w;
      end
   end
   always_comb begin
      flag_w = flag;
      even_w = even;
      write_ptr_w = write_ptr;
      read_ptr_w = read_ptr;
      wr_1 = 0;
      wr_0 = 0;
      rd_1 = 0;
      rd_0 = 0;
      if (cont_to_in.flush == 1) begin
         flag_w = 0;
         even_w = 0;
         write_ptr_w = 0;
         read_ptr_w = 0;
      end
      else begin
         if (cont_to_in.is_auto == 1) begin
            if (data_in.valid == 1) begin
               if (flag == 1) begin  
                  if (even == 1) begin
                     wr_1 = 1;
                     rd_0 = 1;
                     even_w = 0;
                     write_ptr_w = write_ptr + 1;
                  end
                  else begin
                     wr_0 = 1;
                     rd_1 = 1;
                     even_w = 1;
                     read_ptr_w = read_ptr + 1;
                  end
               end
               else begin
                  if (even == 1) begin
                     wr_1 = 1;
                     even_w = 0;
                     write_ptr_w = write_ptr + 1;
                  end
                  else begin
                     wr_0 = 1;
                     even_w = 1;
                     if (write_ptr == actual_delay) begin
                        flag_w = 1;
                     end
                  end
               end
            end
         end
      end
   end
   always_comb begin
      addr_0 = 0;
      data_in_0 = 0;
      if (wr_0 == 1) begin
         addr_0 = write_ptr;
         data_in_0 = data_in.data;
      end
      else if (rd_0 == 1) begin
         addr_0 = read_ptr;
      end
   end  
   always_comb begin
      addr_1 = 0;
      data_in_1 = 0;
      if (wr_1 == 1) begin
         addr_1 = write_ptr;
         data_in_1 = data_in.data;
      end
      else if (rd_1 == 1) begin
         addr_1 = read_ptr;
      end
   end 
   logic [1:0]  read_pattern, read_pattern_w;
   assign read_pattern_w = {rd_1, rd_0};
   DATA_SAMPLE  mem_data_out_w, mem_data_out, mem_data_d;
   always_comb begin
      if (read_pattern == 2) mem_data_out_w = data_out_1; 
      else if (read_pattern == 1) mem_data_out_w = data_out_0;
      else mem_data_out_w = 0;
   end 
   always_ff @ (posedge clk) begin
      if (rst_n == 0) begin
         read_pattern <= 0;
         mem_data_out     <= 0;
         mem_data_d       <= 0;
      end
      else begin
         read_pattern <= #1 read_pattern_w;
         mem_data_out     <= #1 mem_data_out_w;
         mem_data_d   <= #1 mem_data_out;
      end
   end
   assign real_mem_data = (cont_to_in.delay[0] == 1) ? mem_data_d : mem_data_out;
endmodule
`timescale 1ns / 1ps
module cmult(
    input  DATA_SAMPLE              opa,
    input  DATA_SAMPLE              opb,
    input  [3:0]                    shift,
    output DATA_SAMPLE              out
    );
    logic signed [16  - 1  : 0] aR, bR, aI, bI;
    logic signed [2*16 - 1 : 0] aRbR, aRbI, aIbR, aIbI;
    logic signed [2*16     : 0] result_pre_R, result_pre_I;
    logic signed [2*16     : 0] result_pre_R_t, result_pre_I_t;
    assign aR = opa.data_r;
    assign aI = opa.data_i;
    assign bR = opb.data_r;
    assign bI = opb.data_i;
    assign result_pre_R_t = result_pre_R >>> shift;
    assign result_pre_I_t = result_pre_I >>> shift;
    assign aRbR = aR * bR;
    assign aRbI = aR * bI;
    assign aIbR = aI * bR;
    assign aIbI = aI * bI;
    assign result_pre_R = aRbR + aIbI;
    assign result_pre_I = aRbI - aIbR;
   sat_32 sr(
      .in(result_pre_R_t),
      .out(out.data_r)
   );
   sat_32 si(
      .in(result_pre_I_t),
      .out(out.data_i)
   );
endmodule
`timescale 1ns / 1ps
module ram
#(
   parameter DATA_WIDTH  = 16, 
   parameter MEM_SIZE    = 1024,
   parameter ADDR_WIDTH = (MEM_SIZE==1)? 1 : $clog2(MEM_SIZE)
)
(
   input                                        clk,
   input                                        enable_write,
   input                                        enable_read,
   input                                        ctrl_write,
   input                  [ADDR_WIDTH - 1 : 0]  addr,
   input          [DATA_WIDTH - 1 : 0]  data_write,
   output logic   [DATA_WIDTH - 1 : 0]  data_read
);
   logic  [DATA_WIDTH - 1 : 0] mem [MEM_SIZE - 1 : 0];
   always @(posedge clk) begin
      if (enable_write) begin
         if (ctrl_write) begin
               mem[addr] <= #1 data_write;
         end
      end
   end
   always @(posedge clk) begin
      if (enable_read) begin
         data_read <=   #1 mem[addr];
      end
   end
endmodule
`timescale 1ns / 1ps
module sat_32 (
   input [32   : 0] in,
   output logic [16 - 1 : 0] out
);
   logic trig_0;
   assign trig_0 = (in[32 - 1 : 16 - 1] == 0) || (in[32 - 1 : 16 - 1] == 17'h1ffff);
   always_comb begin
      if (in == 33'h100000000) begin
         out = 16'h7fff;
      end
      else begin
      if (trig_0 == 1) begin
         out = in[15:0];
      end
      else begin
         if (in[31] == 0) begin
            out = 16'h7fff;
         end
         else begin
            out = 16'h8000;
         end
      end
      end
   end
endmodule

==> results.ini <==
[run_status]
outcome=finished, final reports clean

[clock_network]
cts_tree=yes
postCtsSetupRepairBufs=0
cts_root_buf=clkbuf_16
htree_levels=6
path_clk_slew_ns=0.06
postCtsHoldBufs=0
clockBufferDepth=4
cts_sinks=8470
clkLatencyLatePin_ns=1.22
cts_buffers=821
ctsResizeCount=0

[final_timing]
skew_ns=0.0640
setup_viol=0
setup_ws_ns=62.12
slew_viol_final=0
min_period_over_period_pct=31.6
finalSetupTns_ns=0
hold_violations=0
tightestPinTransition_ns=1.22
fin_crit_ns=28.68
rsz0062_at_grt=false
fmax_mhz=34.9
maxSlewHeadroom_pct=17.7

[min_path]
hp-start=in_d[4]$_SDFF_PN0_
hp-class=reg2reg
hold_depth=1

[synth]
syn_inst=21200
top_logic_kind=AND-OR/OR-AND gates
synth_cell_types=118
yosys-stat-cells=21200
edf_count=8256
syn_avg_cell_area_sq_um=16.6
syn_area_sq_um=350000
xor_area_share_pct=0.267
ys.flops=8470
synth_warnings=3
mux_area_share_pct=0.356
synthArstFlopShare_pct=0
simple_gate_area_share_pct=3.40
yosysChipArea_sq_um=350000
postSynthSeqShare_pct=72.0
fa_ha_area_share_pct=7.82
flop_cell=edfxtp_1
aoi_share_pct=13.1

[cells_and_area]
comb_area_sq_um=90200
num-fill-cells=52500
final_cell_count_no_fill=31900
ff_latch_area_sq_um=252000
layout-drive-gt1-share_pct=12.6
area_growth_pct=12.6

[setup_path]
worstSetupPathDepth=36
startpoint=cont_to_in[4]
worstPathMaxFanout=31
critPathArrivalTime_ns=29.81
cpLargestDelayFamily=adder cells
reg2reg_depth=29
cp_slowest_cell=fa_1
cp.required_ns=91.93
critical_path_class=in2reg
cp-end-kind=flop
max_stage_delay_ns=0.87
r2r_start=real_in[29]$_SDFF_PN0_
cp-start-kind=input pin
cp_common_cell=fa_1
crit_buf_inv=11

[global_route]
grtUsageTotal_pct=36.5
grt_pass1_vias=216000
grt_pass1_wl_um=1610000
grt_max_degree=140
gr-total-overflow=0
antenna_found_initial=88

[pwr]
p_per_area_nw_per_um2=19.4
p_leak_nw=128
power_w=0.00767
ir_worst_vdd_v=0.0000235

[routing]
routed_via_density=6.42
wl_um=1150000
wl_met1_um=347000
routed-via-count=205000
wl_met3_um=239000
drt_first_iter_violations=14800
drt-pass1-iter-count=8
wl_per_cell_um=36.0
maxUsedRoutingLayer=met5
detail-route-antenna-nets=0
route.met2.wl_um=500000
drc_errors=0

[place]
dp_slack_ns=60.92
dpl.hpwl_um=703000
gp_congestion=0.967
dp.cells=30300
port-buffer-count=82

[floorplanning]
rows=307
dieArea_sq_um=704000
floorplan.core_util_pct=50.2
dieHeight_um=839
io_pins=83
core_sq_um=698000
die_w_um=839

[flow_run]
maxCapViolCount=0
tool_warnings=38

kinds of logic after synthesis:
family | Yosys count
and+or+nand+nor | 2331
adders and majority gates | 1485
AOI/OAI and AO/OA | 6010
buffers and inverters | 2662
muxes | 99
DFF | 8470
xor gates and xnor gates | 105
metal layers:
metal / vias up / GRT usage, %
li1: 85900 / -
met1: 102000 / 43.5
met2: 14300 / 48.8
met3: 2247 / 32.7
met4: 154 / 12.6
met5: - / 6.48
worst reg2reg max path: cells and delay by family, from the launching register on:
kind	cells	cell delay [ns]
and+or+nand+nor	5	1.87
adders and majority gates	9	4.58
buffers and inverters	6	0.80
DFF	1	0.88
AOI/OAI and AO/OA	9	2.81
report_power, final:
part           switching (W)  leakage (nW)  internal [W]
clock network        0.00146          12.4       0.00179
logic               0.000111          39.4     0.0000193
registers         0.00000192          75.9       0.00429
metrics by stage:
step	hold slack [ns]	instance area [sq um]	util, %
after floorplan	0.412	350000	-
after global placement	0.414	369000	52.8
after detailed placement	0.418	369000	52.8
after CTS	0.423	394000	56.4
after global routing	0.433	394000	56.5
final	0.418	394000	56.5
registers in the layout, summed over array words and instances (netlist names):
signal and cells:
read_pattern 2, real_in 33, mem_data_out 32, mem_data_d 32, ob1.data_read 32, ob0.mem 4096
in_dd 33, read_ptr 7, data_out 33, in_d 33, flag 1, even 1
ob1.mem 4096, write_ptr 7, ob0.data_read 32
cell usage in the layout, fill, tap and decap left out, drive strengths merged, types with 58 or more instances in the layout:
master and n:
nor2 463, nor3 95, xnor2 75, nand3 65, nor4 100, fa 1173
a22o 569, and2 608, mux2i 58, o21ai 263, a221oi 574, clkbuf 1070
dfxtp 214, buf 1202, nand4 85, a22oi 3022, diode 136, ha 312
and3 72, a31oi 581, clkinv 358, edfxtp 8256, inv 1289, a21oi 155
nand2 633, a41oi 443
cell usage after synthesis, drive strengths merged, types with 33 or more instances:
cell    instances  area, sq um
edfxtp       8256       248000
a22oi        3022        22700
inv          1259         4730
fa           1173        23500
clkbuf        708         2660
buf           693         3280
nand2         633         2380
and2          608         3800
a31oi         581         3630
a221oi        574         5050
a22o          569         4980
nor2          463         1750
a41oi         443         3900
ha            312         3900
o21ai         263         1340
dfxtp         214         4280
a21oi         155          828
nor4          100          626
nor3           95          517
nand4          85          532
xnor2          75          664
and3           72          455
nand3          65          325
mux2i          58          584
o41ai          52          474
or4            51          394
a21o           47          375
nor2b          47          294
a211oi         34          288
o211ai         33          258
worst paths after layout:
| kind | slack (ns) | endpoint |
|---|---|---|
| worst max-delay path | 62.12 | data_out[8]$_SDFF_PN0_ |
| worst max register to register | 79.78 | data_out[18]$_SDFF_PN0_ |
| worst min register to register | 0.42 | in_dd[4]$_SDFF_PN0_ |
| worst min-delay path | 0.42 | in_dd[4]$_SDFF_PN0_ |
layout make-up:
cell class,count,share of cell area [%]
inverter,1260,1.20
multi-input combinational,10000,22.9
tap,9270,2.94
timing repair buffer,1245,2.53
sequential,8470,63.9
clock buffer,1070,5.53
clock inverter,428,0.906
antenna,136,0.0863
Power and IR drop assume default switching activity.
