`flow/run.sh`:
```
#!/bin/bash
# OpenROAD 26Q1-2900-gdf79404cd8, Yosys 0.63+post, stock flow scripts
make -C /OpenROAD-flow-scripts/flow DESIGN_CONFIG=/design/flow/config.mk WORK_HOME=/design/flow/orfs finish
```
`flow/config.mk`:
```
export PLATFORM = sky130hd
export DESIGN_NAME = output_buffer
export DESIGN_NICKNAME = output_buffer
export VERILOG_FILES = /design/flow/design.v
export SDC_FILE = /design/flow/constraint.sdc
export NUM_CORES = 4
export LEC_CHECK = 1
export CORE_UTILIZATION = 50
```
`flow/constraint.sdc`:
```
current_design output_buffer

set clk_period 25.2
set clk_io_pct 0.2

create_clock -name clk0 -period $clk_period [get_ports {clk}]

set non_clock_inputs [all_inputs -no_clocks]
set_input_delay [expr $clk_period * $clk_io_pct] -clock clk0 $non_clock_inputs
set_output_delay [expr $clk_period * $clk_io_pct] -clock clk0 [all_outputs]
```
`flow/design.v`:
```
`timescale 1ns / 1ps
typedef struct packed {
   logic [16 - 1 : 0] data_r;
   logic [16 - 1 : 0] data_i;
} DATA_SAMPLE;
typedef struct packed {
   DATA_SAMPLE                  data;
   logic                        valid;
} DATA_BUS;
typedef struct packed {
   logic                        valid;
} RX_TO_CONT;
typedef struct packed {
   logic                        valid;
} TX_TO_CONT;
typedef struct packed {
   logic  [3:0]                 point;
   logic  [17:0]                scaling;
   logic                        ifft;
} CONT_TO_COMP;
typedef struct packed {
   logic  [3:0]                 point;
   logic  [4:0]                final_shift;
   logic                        ifft;
} CONT_TO_TX;
typedef struct packed {
   logic                        enable;
   logic   [1:0]                flush;
   logic                        is_auto;
   logic   [3:0]                shift;
} CONT_TO_TILE;
typedef struct packed {
   logic   [1:0]                flush;
   logic                        is_auto;
   logic   [7:0]                delay;
   logic   [3:0]                shift;
} CONT_TO_IN;
typedef struct packed {
   logic                        valid;
   DATA_SAMPLE                  input_sample;
   DATA_SAMPLE                  tap;
   logic                        flush;
   logic                        enable;
   logic                        is_auto;
   logic [3:0]                  shift;
} TILE_TO_PE;
typedef struct packed {
   logic                        valid;
   DATA_SAMPLE                  input_sample;
   DATA_SAMPLE                  psum;
} TILE_TO_TILE;
module output_buffer (
   input               clk,
   input               rst_n, 
   input   DATA_BUS    data_in,     
   output  DATA_BUS    data_out,    
   output  TX_TO_CONT  tx_to_cont,     
   input               is_ready,     
   input               tlast_in,
   output   logic      last_out
);
   logic [3:0] mem_counter, mem_counter_w;
   logic [3:0] read_counter, read_counter_w;
   logic [3:0]        addr_0, addr_1;
   DATA_SAMPLE     data_in_0,  data_in_1;
   DATA_SAMPLE     data_out_0, data_out_1;
   logic           rd_0, rd_1, wr_0, wr_1;
   logic           rd, wr;
   ram #(.DATA_WIDTH(32), .MEM_SIZE(16)) ob0 (
      .clk(clk),
      .enable_write(wr_0),
      .enable_read (rd_0),
      .ctrl_write(wr_0),
      .addr(addr_0),
      .data_write(data_in_0),
      .data_read(data_out_0)
    );
   ram #(.DATA_WIDTH(32), .MEM_SIZE(16)) ob1 (
      .clk(clk),
      .enable_write(wr_1),
      .enable_read (rd_1),
      .ctrl_write(wr_1),
      .addr(addr_1),
      .data_write(data_in_1),
      .data_read(data_out_1)
    );
   logic      wr_flag_0_w, wr_flag_0;
   logic      rd_flag_0_w, rd_flag_0;
   logic      wr_flag_1_w, wr_flag_1;
   logic      rd_flag_1_w, rd_flag_1;
   logic           finish_write_0, finish_write_1;
   logic           finish_read_0,  finish_read_1;
   always_comb begin
      wr_flag_0_w = wr_flag_0;
      if (finish_write_0 == 1) begin
         wr_flag_0_w = 0;
      end
      else if (finish_read_0) begin
         wr_flag_0_w = 1;
      end 
   end
   always_comb begin
      wr_flag_1_w = wr_flag_1;
      if (finish_write_1 == 1) begin
         wr_flag_1_w = 0;
      end
      else if (finish_read_1) begin
         wr_flag_1_w = 1;
      end 
   end
   always_comb begin
      rd_flag_0_w = rd_flag_0;
      if (finish_write_0 == 1) begin
         rd_flag_0_w = 1;
      end
      else if (finish_read_0) begin
         rd_flag_0_w = 0;
      end 
   end
   always_comb begin
      rd_flag_1_w = rd_flag_1;
      if (finish_write_1 == 1) begin
         rd_flag_1_w = 1;
      end
      else if (finish_read_1) begin
         rd_flag_1_w = 0;
      end 
   end
   logic last_flag, last_flag_w;
   logic finish_last;
   always_comb begin
      last_flag_w = last_flag;
      if (tlast_in == 1)  last_flag_w = 1;
      else if (finish_last == 1) last_flag_w = 0;
   end
   always_ff @ (posedge clk) begin
      if (rst_n == 0) begin
         wr_flag_0 <= 1;
         wr_flag_1 <= 1;
         rd_flag_0 <= 0;
         rd_flag_1 <= 0;
         last_flag <= 0;
      end
      else begin
         wr_flag_0 <= #1 wr_flag_0_w;
         wr_flag_1 <= #1 wr_flag_1_w;
         rd_flag_0 <= #1 rd_flag_0_w;
         rd_flag_1 <= #1 rd_flag_1_w;
         last_flag <= #1 last_flag_w;
      end
   end
   always_comb begin
      addr_0 = 0;
      data_in_0 = 0;
      if (wr_0 == 1) begin
         addr_0 = mem_counter;
         data_in_0 = data_in.data;
      end
      else if (rd_0 == 1) begin
         addr_0 = read_counter;
      end
   end  
   always_comb begin
      addr_1 = 0;
      data_in_1 = 0;
      if (wr_1 == 1) begin
         addr_1 = mem_counter;
         data_in_1 = data_in.data;
      end
      else if (rd_1 == 1) begin
         addr_1 = read_counter;
      end
   end 
   always_comb begin
      wr_0 = 0;
      wr_1 = 0;
      mem_counter_w = (finish_last == 1)? 0 : mem_counter;
      finish_write_0 = 0;
      finish_write_1 = 0;
      if (data_in.valid == 1) begin
         if (wr_flag_0 == 1) begin
            wr_0 = 1;
            if (mem_counter == 15) begin
               mem_counter_w = 0;
               finish_write_0 = 1;
            end 
            else begin
               mem_counter_w = mem_counter + 1;
            end
         end
         else if (wr_flag_1 == 1) begin
            wr_1 = 1;
            if (mem_counter == 15) begin
               mem_counter_w = 0;
               finish_write_1 = 1;
            end 
            else begin
               mem_counter_w = mem_counter + 1;
            end
         end
      end
   end
   TX_TO_CONT tx_to_cont_w;
   logic indi, indi_w;
   always_comb begin
      tx_to_cont_w.valid = 0;
      rd_0 = 0;
      rd_1 = 0;
      finish_read_0 = 0; 
      finish_read_1 = 0;
      finish_last = 0;
      read_counter_w = read_counter; 
      if (is_ready == 1) begin
         if (rd_flag_0 == 1) begin
            tx_to_cont_w.valid = 1;
            rd_0 = 1;
            if (read_counter == 15) begin
               read_counter_w = 0;
               finish_read_0 = 1;
            end
            else begin
               read_counter_w = read_counter + 1;
            end
         end
         else if (rd_flag_1 == 1) begin
            tx_to_cont_w.valid = 1;
            rd_1 = 1;
            if (read_counter == 15) begin
               read_counter_w = 0;
               finish_read_1 = 1;
            end
            else begin
               read_counter_w = read_counter + 1;
            end
         end
        else if (last_flag == 1) begin
            if (indi == 0) begin
               tx_to_cont_w.valid = 1;
               if (read_counter == mem_counter) begin
               rd_0 = 0;
                  read_counter_w = 0;
                  finish_last = 1;
               end
               else begin
               rd_0 = 1;
                  read_counter_w = read_counter + 1;
               end
            end
            else begin
               tx_to_cont_w.valid = 1;
               if (read_counter == mem_counter) begin
                  read_counter_w = 0;
                  finish_last = 1;
               rd_1 = 0;
               end
               else begin
               rd_1 = 1;
                  read_counter_w = read_counter + 1;
               end
            end
         end         
      end
   end
   always_comb begin
      indi_w = indi;
      if (last_flag == 1) begin
         if (rd_flag_0 == 1) indi_w = 1;
         else if (rd_flag_1 == 1) indi_w = 0;
      end
   end
   always_ff @ (posedge clk) begin
      if (rst_n == 0) begin
         mem_counter <= 0;
         read_counter <= 0;
         tx_to_cont <= 0;
         indi <= 0;
         last_out <= 0;
      end
      else begin
         mem_counter <= #1 mem_counter_w;
         read_counter <= #1 read_counter_w;
         tx_to_cont <= #1 tx_to_cont_w;
         indi <= #1 indi_w;
         last_out <= #1 finish_last;
      end
   end
   logic [1:0]  read_pattern, read_pattern_w;
   assign read_pattern_w = {rd_1, rd_0};
   DATA_BUS  data_out_w;
   assign data_out_w.valid = (read_pattern != 0) ? 1 : 0;
   always_comb begin
      if (read_pattern == 2) data_out_w.data = data_out_1;
      else if (read_pattern == 1) data_out_w.data = data_out_0;
      else data_out_w.data = 0;
   end 
   always_ff @ (posedge clk) begin
      if (rst_n == 0) begin
         read_pattern <= 0;
         data_out     <= 0;
      end
      else begin
         read_pattern <= #1 read_pattern_w;
         data_out     <= #1 data_out_w;
      end
   end
endmodule  
`timescale 1ns / 1ps
module ram
#(
   parameter DATA_WIDTH  = 16, 
   parameter MEM_SIZE    = 1024,
   parameter ADDR_WIDTH = (MEM_SIZE==1)? 1 : $clog2(MEM_SIZE)
)
(
   input                                        clk,
   input                                        enable_write,
   input                                        enable_read,
   input                                        ctrl_write,
   input                  [ADDR_WIDTH - 1 : 0]  addr,
   input          [DATA_WIDTH - 1 : 0]  data_write,
   output logic   [DATA_WIDTH - 1 : 0]  data_read
);
   logic  [DATA_WIDTH - 1 : 0] mem [MEM_SIZE - 1 : 0];
   always @(posedge clk) begin
      if (enable_write) begin
         if (ctrl_write) begin
               mem[addr] <= #1 data_write;
         end
      end
   end
   always @(posedge clk) begin
      if (enable_read) begin
         data_read <=   #1 mem[addr];
      end
   end
endmodule
```
==> results.txt <==
yosys + openroad results -> Sink Count=approximately 1100, logic gate share of total power=under 10%, die height=296 um, syn_area_per_cell=17.3 sq um, CP startpoint kind=input port, Clock transition at path regs=60 ps, Resize count post-CTS=0, Most common reg cell=edfxtp_1, Starting Density=roughly half, WP data arrival=about 9400 ps, Die Size=87700 sq um, pins over their slew limit=0, GP Congestion=0.882, Avg WL per Cell=26.8 um, worst-path maximum fanout=54, most frequent logic cell in the layout=edfxtp_1, DRT antenna net count=0, Yosys warnings=2, Post-DP HPWL=between 50000 and 60000 um, Final Hold Vio Count=0, P_int=around 3.1 mW, CP required=roughly 26000 ps, first-pass GRT wire length=around 150000 um, Net Switching=roughly 740 uW, cell type with the largest total area=edfxtp_1, Port Buffer Count=around 71, RSZ-0062 raised after global routing=no, hold_ws=between 500 and 600 ps, R2R setup slack=approximately 20000 ps, routed vias/inst=roughly 6.0, Final period util=a little over a third, Yosys cell types=roughly 51, Core Region=85400 sq um, Synth Instances=approximately 2500, worst-margin pin slew=roughly 900 ps, Post-synth regs=~1100, maximum vdd ir drop=61.7 uV, number of enable flip-flop cells=between 1000 and 1500, H-Tree Depth=3, HP Class=reg -> reg, remaining global-route overflow=0, sum of negative setup slack=0 ps, Fmax=~110 MHz, design area=approximately 49000 sq um, CTS tree=built, final cell count without fillers=between 3000 and 4000, Die W=296 um, placed cell area=about 46000 sq um, area grow syn2layout=14.0%, ys cells=~2500, vias=roughly 23000, IO Count=around 72, Leak=15.9 nW, clock network fraction of total power=around 43%, Synth Seq Share=between 70% and 80%, Top Layout Cells=edfxtp_1, mux2i_1, nand2_1, largest net degree at the start of global routing=around 130, status=finished, final reports clean, Finish-stage setup viols=0, Rows=~110, Hold Startpoint=ob1.data_read[19]$_DFFE_PN_, Sw Ratio=approximately a fifth, share of cells above drive strength 1=around an eighth, MaxCap Viol Count=0, worst clock skew=~18 ps, dpl cells=between 3000 and 4000, Routed WL=between 100000 and 150000 um, worst slack, placed=around 16000 ps, initial antenna violation count=1, Inserted Clock Buffers=around 110, Crit Path Category=in -> reg, Top-area cell share=between 70% and 80%, PwrDens=approximately 77 nW/um^2, Main area contributors=edfxtp_1, mux2i_1, a221oi_1, maximum buffer depth of the clock tree=3, starting DRC count in detailed routing=between 1500 and 2000, cts hold-fix bufs=0, final worst slack=between 15000 and 20000 ps, FFs w/ async S/R, synth=0%, Crit Reg-Reg Startpoint=last_flag$_SDFFE_PN0P_, Root Driver=clkbuf_16, number of logged tool warnings=29, Worst Setup SP=data_in[0], Critical Path End Type=register, Slew Limit Headroom=roughly 40%, area reported by Yosys stat=about 43000 sq um, drt drc=0, Tot GR Track Use=between 20% and 30%, part of the power in registers=between 50% and 60%, DR pass1 iterations=8, Post-Syn Area=around 43000 sq um, total setup buffers inserted after CTS=0, min cycle time layout=8950 ps, clock latency at the later pin of the worst-skew pair=670 ps, vias in the first global route=23700
[flip-flops by register name, summed over array words and instances (netlist names)]
| signal | flops |
|---|---|
| ob0.mem | 512 |
| ob1.mem | 512 |
| data_out | 33 |
| ob0.data_read | 32 |
| ob1.data_read | 32 |
| mem_counter | 4 |
| read_counter | 4 |
| read_pattern | 2 |
| indi | 1 |
| last_flag | 1 |
| last_out | 1 |
| rd_flag_0 | 1 |
| rd_flag_1 | 1 |
| tx_to_cont | 1 |
| wr_flag_0 | 1 |
| wr_flag_1 | 1 |
[through the flow]
| stage | total power, mW | utilization, % |
|---|---|---|
| global placement | 2.21 | 53.4 |
| CTS | 3.83 | 57.7 |
| floorplan | 2.16 | - |
| detailed placement | 2.21 | 53.4 |
| finish | 3.80 | 57.7 |
| global route | 3.91 | 57.7 |
[power by group through the flow]
stage	Sequential [mW]	Clock (mW)	Combinational, mW
5_1_grt	2.09	1.73	0.0968
4_1_cts	2.09	1.65	0.0885
6_report	2.09	1.63	0.0884
[layout make-up]
type / count / area, sq um
timing repair buffer: 169 / 1470
multi-input combinational: 1198 / 9030
clock buffer: 148 / 3080
antenna: 1 / 2.50
sequential: 1139 / 33700
clock inverter: 64 / 558
tap: 1144 / 1430
fill: 6246 / 36100
inverter: 4 / 15.0
[synthesized netlist by cell type, types with 12 or more instances]
master,number
o22ai_1,132
a22oi_1,35
buf_4,12
buf_6,15
or4_1,65
clkbuf_1,63
nor2_1,88
buf_2,62
nand2_1,151
dfxtp_1,51
a21oi_1,138
mux2i_1,384
edfxtp_1,1088
a221oi_1,128
[metal layers]
layer | global-route usage, % | wire, um | vias up
met5 | 2.99 | 305 | -
met1 | 36.3 | 35600 | 11300
li1 | - | - | 10300
met2 | 38.8 | 48700 | 1381
met4 | 3.95 | 1860 | 10
met3 | 19.3 | 17300 | 156
[logic make-up after synthesis]
group | Yosys count | share of synthesized area, %
compound gates | 461 | 7.23
mux | 384 | 8.89
flops | 1139 | 77.9
buf+inv | 164 | 1.97
fa+ha+maj | 2 | 0.0579
simple gates | 347 | 3.83
xor+xnor | 4 | 0.0984
[critical path, stage by stage]
cell and delay (ps):
clkdlybuf4s50_1 590, nand2_1 110, or2_2 380, o2111ai_1 280, and2_4 600, buf_4 610, buf_4 710, mux2i_1 280
a221oi_1 120, or4_1 550
[final timing paths]
check	to	cells past startpoint
setup / recovery	ob1.data_read[21]$_DFFE_PN_	10
hold / removal	data_out[20]$_SDFF_PN0_	2
setup reg to reg	ob0.data_read[15]$_DFFE_PN_	10
hold reg to reg	data_out[20]$_SDFF_PN0_	2
Power is estimated from default activity; no workload was simulated.
